<file path="./constraint.sdc">
current_design PulseGenerator

set clk_period 4.3
set clk_io_pct 0.2

create_clock -name clk0 -period $clk_period [get_ports {clk}]

set non_clock_inputs [all_inputs -no_clocks]
set_input_delay [expr $clk_period * $clk_io_pct] -clock clk0 $non_clock_inputs
set_output_delay [expr $clk_period * $clk_io_pct] -clock clk0 [all_outputs]
</file>
<file path="./design.v">
module PulseGenerator(
    input clk, reset,
    input [31:0] CLK_PERIOD,
    output reg pulse_start
);
    reg [31:0] count;
    always @(posedge clk or negedge reset) begin
        if(!reset) begin
            count <= 0;
        end
        else begin
            count <= count + 1;
            if (count == CLK_PERIOD) begin
                pulse_start <= 1;
                count <= 0;
            end
            else begin
                pulse_start <= 0;
            end
        end
    end
endmodule
</file>
<file path="./config.mk">
export PLATFORM = sky130hd
export DESIGN_NAME = PulseGenerator
export DESIGN_NICKNAME = PulseGenerator
export VERILOG_FILES = /design/flow/design.v
export SDC_FILE = /design/flow/constraint.sdc
export NUM_CORES = 4
export LEC_CHECK = 1
export CORE_AREA = 10 10 110 110
export DIE_AREA = 0 0 120 120
</file>
<file path="./run.sh">
#!/bin/bash
# OpenROAD 26Q1-2900-gdf79404cd8, Yosys 0.63+post, stock flow scripts
make -C /OpenROAD-flow-scripts/flow DESIGN_CONFIG=/design/flow/config.mk WORK_HOME=/design/flow/orfs finish
</file>
==> impl_metrics.csv <==
group,metric,value,unit
clock_network,htree_levels,2,
final_timing,fin_crit,2.441,ns
synthesis,synth_area_per_cell,9.497,µm²
global_routing,antenna_found_initial,0,
setup_path,path_max_fanout,16,
floorplanning,dieHeight,120,µm
drt,drc,0,
synthesis,syn_area,2042,µm²
floorplanning,rows,36,
final_timing,rsz0062_at_grt,"no",
drt,insertedDiodeCount,0,
synthesis,synth.most_common_cell,"xnor2_1",
final_timing,final_hold_viol_count,0,
final_timing,finClkSkew,0.005414,ns
clock_network,clock-root-buffer,"clkbuf_8",
final_timing,maxSlewViolCount,0,
final_timing,worstMarginPinSlew,0.5405,ns
synthesis,synth_cell_types,26,
drt,firstDrtPassIters,4,
clock_network,clk_pin_slew_worst_paths,0.07,ns
final_timing,setup_tns,0,ns
final_layout,drive_gt1_share,6.478,%
setup_path,timing.rr.start,"count[0]$_DFF_PN0_",
place,io_buffers,34,
drt,antenna_left,0,
floorplanning,coreArea,9774,µm²
synthesis,ys_cells,215,
job,max_cap_viol_count,0,
place,place_congestion,0.8693,
setup_path,worst_setup_path_start_kind,"flop",
clock_network,clk_latency,0.29,ns
clock_network,cts_setup_buffers,0,
synthesis,ys_seq_elements,33,
setup_path,cp.arrival,2.65,ns
final_timing,setup_viol,0,
synthesis,top_cell_area_share,39.22,%
synthesis,synth.area.top_cells,"dfrtp_1, xnor2_1, a22oi_1",
setup_path,path_class,"reg2reg",
pwr,cellLeakagePower,0.9288,nW
drt,drt_iter0_markers,78,
final_layout,fill_cells,1025,
clock_network,hold_buffers,0,
worst_hold_path,hold_start,"count[0]$_DFF_PN0_",
pwr,vdd.ir_drop.worst,0.09517,mV
global_routing,gr-total-overflow,0,
place,dp_hpwl,4266,µm
outcome,run_status,"finished clean",
synthesis,async_reset_ff_share,96.97,%
global_routing,grt_pass1_vias,1759,
setup_path,rrSetupSlack,1.86,ns
pwr,powerDensity,241.2,nW/µm²
synthesis,ys_seq_share,40.69,%
drt,num_vias,1796,
setup_path,crit_path_end_kind,"flop",
global_routing,grt_first_pass_wirelength,9370,µm
synthesis,ys_area,2042,µm²
worst_hold_path,hp-class,"reg2reg",
drt,finalWirelength,5813,µm
clock_network,cts.sinks,33,
synthesis,syn_inst,215,
synthesis,flop_cell,"dfrtp_1",
drt,via_per_inst,4.726,
synthesis,edf_count,1,
synthesis,ys_warn_count,1,
global_routing,grt_max_degree,34,
floorplanning,ios,35,
floorplanning,die-area,14400,µm²
synthesis,top_cells_by_count,"xnor2_1, dfrtp_1, a22oi_1, nand4_1, a21oi_1",
final_timing,period_used_share,56.77,%
clock_network,cts_tree,"built",
pwr,finalPower,0.0006360,W
synthesis,yosysTopAreaCell,"dfrtp_1",
place,postPlaceCellArea,2536,µm²
setup_path,required,4.51,ns
floorplanning,die_w,120,µm
job,warning_count,25,
worst_hold_path,hold_depth,1,
clock_network,cts-buffers-inserted,5,
setup_path,r2r_end,"count[28]$_DFF_PN0_",
clock_network,cts-resized-gates,0,
global_routing,grt_usage,8.064,%
floorplanning,initCoreUtil,20.89,%
final_layout,finalInstanceArea,2638,µm²
final_layout,syn_to_final_growth,29.17,%
clock_network,clockBufferDepth,2,
worst_hold_path,hold_end,"count[0]$_DFF_PN0_",
final_timing,fmax,409.6,MHz
setup_path,reg2reg_depth,5,
final_timing,slew_headroom,63.97,%
drt,drt-wirelength-per-cell,15.30,µm
-- cells by family (layout without fill, tap and decap cells) --
group,count (synthesis),in the layout,synth area share (%)
xor gates and xnor gates,46,46,19.73
adders and majority gates,1,1,0.6126
buffers and inverters,18,50,3.615
DFF,33,33,40.69
and+or+nand+nor,69,69,20.53
AOI/OAI and AO/OA,48,48,14.83
-- sequential cells by signal, indices dropped and copies added (netlist names) --
| register | flops |
|---|---|
| pulse_start | 1 |
| count | 32 |
-- where the power goes --
| group | leakage [nW] | switching (W) | total [W] | internal [W] |
|---|---|---|---|---|
| clock network | 0.0542 | 0.000119 | 0.000263 | 0.000145 |
| registers | 0.437 | 0.000000141 | 0.000312 | 0.000312 |
| logic | 0.438 | 0.0000225 | 0.0000605 | 0.0000380 |
-- how the worst max path moves through the flow --
stage                 slack [ns]                   to               start  depth (start not counted)
after CTS                   1.85  count[28]$_DFF_PN0_  count[0]$_DFF_PN0_                          5
after global routing        1.72  count[28]$_DFF_PN0_  count[0]$_DFF_PN0_                          5
final                       1.86  count[28]$_DFF_PN0_  count[0]$_DFF_PN0_                          5
-- worst max-delay path: stages (launching register included) --
cell	delay [ns]
dfrtp_1	0.43
ha_1	0.24
nand2_1	0.17
or4_1	0.81
or4_1	0.55
a22oi_1	0.16
-- area by class of cell --
| cell class | count | area (µm²) | area share, % |
|---|---|---|---|
| repair buffers | 39 | 377.9 | 14.33 |
| flip-flops and latches | 33 | 830.8 | 31.50 |
| clock buffers | 7 | 96.34 | 3.653 |
| clock inverters | 1 | 5.005 | 0.1898 |
| well taps | 133 | 166.4 | 6.309 |
| multi-input cells | 164 | 1150 | 43.60 |
| inverters | 3 | 11.26 | 0.4269 |
-- metrics by stage --
step / setup slack, ns / instances / utilization (%) / hold WS, ns
2_1_floorplan: 2.106 / 215 / - / 0.4674
3_3_place_gp: 1.660 / 372 / 25.95 / 0.5244
3_5_place_dp: 1.640 / 372 / 25.95 / 0.5286
4_1_cts: 1.850 / 380 / 26.98 / 0.5396
5_1_grt: 1.724 / 380 / 26.98 / 0.5621
6_report: 1.859 / 380 / 26.98 / 0.5353
-- per-layer routing --
metal / up-vias / wire length (µm) / share of wire (%) / track usage (%)
li1: 867 / - / - / -
met1: 848 / 2735 / 47 / 12.02
met2: 71 / 2536 / 44 / 11.62
met3: 10 / 435 / 7.5 / 1.999
met4: 0 / 106 / 1.8 / 1.584
met5: - / 0 / 0 / 0
-- layout by cell type, fill, tap and decap left out, drive strengths merged, types with 2 or more instances in the layout --
| cell | instances |
|---|---|
| nand2 | 9 |
| xor2 | 2 |
| inv | 3 |
| a22oi | 16 |
| buf | 5 |
| or4 | 10 |
| nand3 | 9 |
| xnor2 | 44 |
| clkdlybuf4s50 | 34 |
| nor4 | 6 |
| nand4 | 17 |
| and4 | 2 |
| or3 | 8 |
| nor2 | 3 |
| nor3 | 3 |
| clkbuf | 7 |
| o31ai | 8 |
| dfrtp | 32 |
| o21ai | 8 |
| a21oi | 15 |
Power figures rest on the tool's default switching activity, not on a simulated workload.
