`run.sh`:
```
#!/bin/bash
# OpenROAD 26Q1-2900-gdf79404cd8, Yosys 0.63+post, stock flow scripts
make -C /OpenROAD-flow-scripts/flow DESIGN_CONFIG=/design/flow/config.mk WORK_HOME=/design/flow/orfs finish
```
`config.mk`:
```
export PLATFORM = sky130hd
export DESIGN_NAME = FloatAdd
export DESIGN_NICKNAME = FloatAdd
export VERILOG_FILES = /design/flow/design.v
export SDC_FILE = /design/flow/constraint.sdc
export NUM_CORES = 4
export LEC_CHECK = 1
export CORE_UTILIZATION = 50
```
`constraint.sdc`:
```
current_design FloatAdd

set clk_period 35.7
set clk_io_pct 0.2

create_clock -name clk0 -period $clk_period

set non_clock_inputs [all_inputs -no_clocks]
set_input_delay [expr $clk_period * $clk_io_pct] -clock clk0 $non_clock_inputs
set_output_delay [expr $clk_period * $clk_io_pct] -clock clk0 [all_outputs]
```
`design.v`:
```
module FloatAdd(
    input [31:0] floatA,
    input [31:0] floatB,
    output reg[31:0] floatSum
);
    reg sign = 1'b0;
    reg [7:0] exponent, exponentA, exponentB;
    reg [23:0] fraction, fractionA, fractionB;
    reg normalize_flag = 1'b0;
    always @(*) begin
        if (floatA == 32'b0) begin
            floatSum = floatB;
        end 
        else if (floatB == 32'b0)begin
            floatSum = floatA;
        end 
        else if ((floatA[31] == !floatB[31]) && (floatA[30:0] == floatB[30:0])) begin
            floatSum = 0;
        end 
        else begin 
            exponentA = floatA[30:23];  exponentB = floatB[30:23];
            fractionA = {1'b1, floatA[22:0]};   fractionB = {1'b1, floatB[22:0]};
            if (exponentA > exponentB) begin
                exponent = exponentA;
                if (exponentA - exponentB > 23) begin
                    fraction = fractionA;
                end
                else begin
                    fractionB = fractionB >> (exponentA - exponentB);
                end
            end
            else if (exponentA < exponentB) begin
                exponent = exponentB;
                if (exponentB - exponentA > 23) begin 
                    fraction = fractionB;
                end
                else begin
                    fractionA = fractionA >> (exponentB - exponentA);
                end
            end
            if (floatA[31] == floatB[31]) begin   
                {normalize_flag, fraction} = fractionA + fractionB;
            end
            else if (floatA[31] == ~floatB[31]) begin   
                if (floatA[31] == 1'b1) begin 
                    {normalize_flag, fraction} = fractionB - fractionA; 
                end
                else begin
                    {normalize_flag, fraction} = fractionA - fractionB;
                end
            end
            if (floatA[31] == floatB[31]) begin
                sign = floatA[31];  
            end else begin
                if (floatA[30:0] > floatB[30:0]) begin
                    sign = floatA[31];
                end else begin
                    sign = floatB[31];
                end
            end
            if (normalize_flag == 1) begin
                exponent = exponent + 1;
                fraction = fraction >> 1;
            end
            else begin
                if (fraction[23] == 0) begin
                    if (fraction[22] == 1'b1) begin
                        fraction = fraction << 1;
                        exponent = exponent - 1;
                    end else if (fraction[21] == 1'b1) begin
                        fraction = fraction << 2;
                        exponent = exponent - 2;
                    end else if (fraction[20] == 1'b1) begin
                        fraction = fraction << 3;
                        exponent = exponent - 3;
                    end else if (fraction[19] == 1'b1) begin
                        fraction = fraction << 4;
                        exponent = exponent - 4;
                    end else if (fraction[18] == 1'b1) begin
                        fraction = fraction << 5;
                        exponent = exponent - 5;
                    end else if (fraction[17] == 1'b1) begin
                        fraction = fraction << 6;
                        exponent = exponent - 6;
                    end else if (fraction[16] == 1'b1) begin
                        fraction = fraction << 7;
                        exponent = exponent - 7;
                    end else if (fraction[15] == 1'b1) begin
                        fraction = fraction << 8;
                        exponent = exponent - 8;
                    end else if (fraction[14] == 1'b1) begin
                        fraction = fraction << 9;
                        exponent = exponent - 9;
                    end else if (fraction[13] == 1'b1) begin
                        fraction = fraction << 10;
                        exponent = exponent - 10;
                    end else if (fraction[12] == 1'b1) begin
                        fraction = fraction << 11;
                        exponent = exponent - 11;
                    end else if (fraction[11] == 1'b1) begin
                        fraction = fraction << 12;
                        exponent = exponent - 12;
                    end else if (fraction[10] == 1'b1) begin
                        fraction = fraction << 13;
                        exponent = exponent - 13;
                    end else if (fraction[9] == 1'b1) begin
                        fraction = fraction << 14;
                        exponent = exponent - 14;
                    end else if (fraction[8] == 1'b1) begin
                        fraction = fraction << 15;
                        exponent = exponent - 15;
                    end else if (fraction[7] == 1'b1) begin
                        fraction = fraction << 16;
                        exponent = exponent - 16;
                    end else if (fraction[6] == 1'b1) begin
                        fraction = fraction << 17;
                        exponent = exponent - 17;
                    end else if (fraction[5] == 1'b1) begin
                        fraction = fraction << 18;
                        exponent = exponent - 18;
                    end else if (fraction[4] == 1'b1) begin
                        fraction = fraction << 19;
                        exponent = exponent - 19;
                    end else if (fraction[3] == 1'b1) begin
                        fraction = fraction << 20;
                        exponent = exponent - 20;
                    end else if (fraction[2] == 1'b1) begin
                        fraction = fraction << 21;
                        exponent = exponent - 21;
                    end else if (fraction[1] == 1'b1) begin
                        fraction = fraction << 22;
                        exponent = exponent - 22;
                    end else if (fraction[0] == 1'b1) begin
                        fraction = fraction << 23;
                        exponent = exponent - 23;
                    end
                end
            end
            if (fraction[23] == 1'b1) begin
                if (fraction[22:0] == 23'b0) begin
                    if (fraction[23] == 1'b0) begin
                        fraction = fraction;
                    end else begin
                        fraction = fraction + 1'b1;
                    end
                end else begin
                    fraction = fraction + 1'b1;
                end
                if (fraction[24] == 1'b1) begin
                    fraction = fraction >> 1;
                    exponent = exponent + 1'b1;
                end
            end
            if (exponent == 255 || exponent == 0) begin
                floatSum = {sign, exponent, 23'b0};
            end
            else begin
                floatSum = {sign, exponent, fraction[22:0]};
            end
        end
    end
endmodule
```
==> reports/results.ini <==
[placement]
dp.cells=2971
dp_hpwl_um=61100
placed_area_um2=17500
gp_congestion=1.13
dp_slack_ns=9.96
io_buffers=96

[setup_path]
crit_type=input port to primary output
crit_family=AND-OR/OR-AND gates
worstPathRequired_ns=28.56
worstSetupEndpoint=floatSum[13]
crit_buf_inv=5
startpoint_type=input port
slowest_delay_ns=0.83
cpMostUsedCell=o21ai_0
worstSetupEndpointType=primary output
path_depth=33
worstSetupStartpoint=floatA[23]
slowest_stage=ha_1
crit_path_max_fanout=23
critPathArrivalTime_ns=19.21

[yosys]
ys_seq_elements=8
ys_cells=2589
synth_cell_type_count=109
flop_cell=dlxtn_1
synth_chip_area_um2=16300
edf_count=0
synth_area_um2=16300
syn_inst=2589
ys_warn_count=1384
synth_area_per_cell_um2=6.29
postSynth.asyncResetShare=0

[floorplanning]
fp-utilization=0.512
dieArea_um2=33300
die_w_um=183
coreArea_um2=31800
dieHeight_um=183
ios=96
rows=65

[global_routing]
antenna_found_initial=1
grt_pass1_wl_um=120000
grt_remaining_overflow=0
track_usage=0.480
grt_pass1_vias=19241
grt_max_degree=45

[job]
maxCapViolations=0
warnings=103

[final_timing]
untimed_endpoints=8
setup_viol=0
rsz0062_at_grt=false
fmax_ghz=0.0379
unclocked_regs=8
final-hold-violation-count=0
slew_headroom=0.149
worst_slew_pin_slew_ns=1.26
setup_tns_ns=0
fin_crit_ns=26.35
final_max_slew_viol_count=0
timing.final.ws_setup_ns=9.35
finalClockPeriodUsage=0.738

[cells_and_area]
fin_area_um2=17500
largest_reg_flops=8
fill_cells=3078
drive_gt1_frac=0.0666
area_delta_synth_final_pct=7.25
layout.cells.non_filler=2972

[pwr]
power_density_nw_per_um2=39.8
p_sw_uw=469
p_int_uw=227
swShare=0.674
p_leak_uw=0.00670
peakVddDrop_mv=0.0739
finalPower_uw=695

[clocking]
cts.hold.buffers_added=0
post-cts-setup-buffer-count=0
cts_resized=0

[route]
via_per_inst=7.35
avgRoutedWirePerCell_um=27.4
ant_nets=0
drc_errors=0
routed_wl_um=81400
firstDrtPassIters=7
drt_iter0_drc=3439
vias=21830

[worst_hold_path]
hold_path.class=input port to primary output

[status]
outcome=complete, no violations

## cells in the final DEF (no fill, tap or decap), types with 22 or more instances in the layout
master,synthesis,layout
nand2_1,265,265
a21oi_1,210,209
nor2_1,212,207
o21ai_0,184,184
inv_1,135,135
ha_1,132,132
clkdlybuf4s50_1,0,96
nor3_1,91,91
nand3_1,78,78
buf_4,6,76
a211oi_1,65,65
mux2i_1,53,53
o31ai_1,47,47
nand4_1,46,46
nor4_1,46,46
a22oi_1,45,45
o211ai_1,44,44
xnor2_1,48,44
nor2b_1,41,41
a31oi_1,37,37
a21o_1,33,33
nand2b_1,32,32
o2111ai_1,25,25
o21a_1,24,24
o22ai_1,24,24
and2_1,22,22
a221oi_1,25,22
o221ai_1,22,22
## cell usage after synthesis, types with 25 or more instances
master	number	area share
a211oi_1	65	0.030
a21o_1	33	0.015
a21oi_1	210	0.065
a221oi_1	25	0.013
a22oi_1	45	0.021
a31oi_1	37	0.014
buf_2	58	0.018
clkbuf_1	137	0.032
ha_1	132	0.10
inv_1	135	0.031
mux2i_1	53	0.033
nand2_1	265	0.061
nand2b_1	32	0.012
nand3_1	78	0.024
nand4_1	46	0.018
nor2_1	212	0.049
nor2b_1	41	0.016
nor3_1	91	0.028
nor4_1	46	0.018
o2111ai_1	25	0.013
o211ai_1	44	0.020
o21ai_0	184	0.057
o31ai_1	47	0.022
xnor2_1	48	0.026
## through the flow
| step | hold slack [ns] | utilization |
|---|---|---|
| floorplan | 14.33 | - |
| global placement | 15.31 | 0.549 |
| detailed placement | 15.32 | 0.549 |
| CTS | 15.33 | 0.549 |
| global route | 15.35 | 0.549 |
| finish | 15.33 | 0.549 |
## cell type report
| cell class | count | area, um2 | share of cell area |
|---|---|---|---|
| diodes | 1 | 2.50 | 0.000143 |
| well taps | 435 | 544 | 0.0311 |
| repair buffers | 172 | 1530 | 0.0876 |
| flip-flops and latches | 8 | 120 | 0.00687 |
| inverters | 141 | 529 | 0.0303 |
| multi-input cells | 2215 | 14700 | 0.844 |
## layer usage
metal | vias to the layer above | routed length [um] | global-route usage
met4 | 2 | 4500 | 0.201
met5 | - | 13 | 0
met3 | 351 | 13400 | 0.212
li1 | 9730 | - | -
met2 | 1837 | 31700 | 0.664
met1 | 9910 | 31800 | 0.642
## cell families after synthesis
family                   count (synthesis)  synth area share
AND-OR/OR-AND                         1013             0.431
XOR/XNOR                                64            0.0349
buffers and inverters                  366            0.0943
multiplexers                            65            0.0418
AND/OR/NAND/NOR                        936             0.283
latches                                  8           0.00737
adder cells (fa/ha/maj)                137             0.108
## power groups by stage
stage    Sequential, uW  Combinational [uW]  Clock [uW]
5_1_grt           0.703                 725           0
4_1_cts           0.701                 654           0
## worst min-delay path by stage
stage	start	endpoint	slack, ns	depth (start not counted)
6_report	floatB[26]	floatSum[26]	15.33	4
5_1_grt	floatB[26]	floatSum[26]	15.35	4
4_1_cts	floatB[26]	floatSum[26]	15.33	4
## tightest hold or removal path: stages
cell,delay [ns]
clkdlybuf4s50_1,0.49
nand2_1,0.08
o21ai_0,0.07
clkdlybuf4s50_1,0.40
Power is estimated from default activity; no workload was simulated.
